==> design/flow/config.mk <==
export PLATFORM = sky130hd
export DESIGN_NAME = ALUControl
export DESIGN_NICKNAME = ALUControl
export VERILOG_FILES = /design/flow/design.v
export SDC_FILE = /design/flow/constraint.sdc
export NUM_CORES = 4
export LEC_CHECK = 1
export CORE_AREA = 10 10 70 70
export DIE_AREA = 0 0 80 80
==> design/flow/constraint.sdc <==
current_design ALUControl

set clk_period 3.1
set clk_io_pct 0.2

create_clock -name clk0 -period $clk_period

set non_clock_inputs [all_inputs -no_clocks]
set_input_delay [expr $clk_period * $clk_io_pct] -clock clk0 $non_clock_inputs
set_output_delay [expr $clk_period * $clk_io_pct] -clock clk0 [all_outputs]
==> design/flow/design.v <==
module ALUControl (ALUOp, FuncCode, ALUCtl);
     input [1:0] ALUOp;
     input [5:0] FuncCode;
     output reg [3:0] ALUCtl;
     always @(*) begin
       case (ALUOp)
        'b 00: ALUCtl<= 2;  
        'b 01: ALUCtl<= 6;  
        'b 11: ALUCtl<= 15;  
        'b 10:  
          case (FuncCode)
                32: ALUCtl<=2;  
                34: ALUCtl<=6;  
                36: ALUCtl<=0;  
                37: ALUCtl<=1;  
                39: ALUCtl<=12;  
                42: ALUCtl<=7;  
                default: ALUCtl<=15;  
            endcase
          endcase
      end
endmodule  
==> design/flow/run.sh <==
#!/bin/bash
# OpenROAD 26Q1-2900-gdf79404cd8, Yosys 0.63+post, stock flow scripts
make -C /OpenROAD-flow-scripts/flow DESIGN_CONFIG=/design/flow/config.mk WORK_HOME=/design/flow/orfs finish
==> flow_summary.yaml <==
# yosys + openroad results
sta:
  rsz0062_at_grt: "no"
  clock.fmax_ghz: 0.362
  worstMarginPinSlew_ns: 0.243
  slew_viol_final: 0
  hold_viol: 0
  min_period_over_period_pct: 89.2
  fin_setup_tns_ns: 0
  slew_headroom_pct: 83.7
  setup_viol: 0
  fin_crit_ns: 2.77
cells_and_area:
  ff_count: 0
  register_area_um2: 0
  fill_cells: 405
  final_layout_size_suffix_gt1_share_pct: 9.38
  combGateArea_um2: 135
  syn2layout_area_growth_pct: 128
  nClkBuffers: 0
  fin_util_pct: 9.27
  finalInstanceArea_um2: 317
pwr:
  p_per_area_nw_per_um2: 89.1
  power_frac_seq_pct: 0
  p_comb_share_pct: 100.0
  leakage_nw: 0.100
  power.switching_w: 0.00000970
  pwr-share-clk_pct: 0
  irDropWorstVdd_uv: 9.52
  power.internal_w: 0.0000185
  sw_frac_of_total_pct: 34.4
synthesis:
  ys_cells: 20
  syn_inst: 20
  synth.area.top_cells: "and4bb_1, a31oi_1, nor2b_2, nor3b_2, nor2_1"
  top_area_cell: "and4bb_1"
  top_area_share_pct: 18.0
  synth_area_um2: 139
  yosys_warnings: 1
  top_cells_by_count: "a31oi_1, nor2_1, and4bb_1, nand3_1, nor2b_2"
  ys_chip_area_um2: 139
  synth.distinct_cells: 13
  syn_avg_cell_area_um2: 6.94
  ys_seq_share_pct: 0
detailed_routing:
  ant_nets: 0
  antennaDiodeCount: 0
  wl_um: 496
  drt_iter0_drc: 5
  dr.pass1.iters: 4
  vias: 190
  drc_errors: 0
  via_per_inst: 2.44
  wire_per_inst_um: 6.36
worst_setup_path:
  crit_path_end_kind: "primary output"
  crit_arrival_ns: 2.15
  cp_max_fo: 6
  worstSetupPathType: "input pin to primary output"
  crit_required_ns: 2.48
  critPathLaunchType: "input pin"
job:
  drv_cap: 0
  warning_count: 32
die:
  die_area_um2: 6400
  core_area_um2: 3420
  die_w_um: 80
  fp_util_pct: 4.07
  num_io_pins: 12
  fp.dieH_um: 80
  rows: 21
clocking:
  post-cts-setup-buffers: 0
  cts-resized-gates: 0
  cts_hold_buf: 0
run_status:
  status: "finished clean"
hold_path:
  hold_class: "input pin to primary output"
grt:
  track_usage_pct: 1.32
  overflow: 0
  grt_max_degree: 7
  grt_pass1_wl_um: 731
  antenna_found_initial: 0
  grt_pass1_vias: 165
placement:
  hpwlAfterDp_um: 452
  post_dp_cell_area_um2: 317
  portBuffers: 12
  gp_congestion: 0.747
==> per-layer routing <==
metal | global-route usage [%] | part of all wire [%]
met5 | 0 | 0
met4 | 0 | 0
met3 | 0.568 | 15
met2 | 2.01 | 32
met1 | 1.78 | 52
==> logic make-up after synthesis <==
family                 Yosys count  synth area share, %
and+or+nand+nor                 13                 70.3
buffers and inverters            1                 2.70
AOI/OAI and AO/OA                6                 27.0
==> critical path, cell delays in order <==
cell             delay, ns
clkdlybuf4s50_1       0.54
nor2b_2               0.18
o22ai_1               0.12
a31oi_1               0.20
clkdlybuf4s50_1       0.49
==> area by class of cell <==
class / instances / share of cell area [%]
multi-input combinational: 19 / 42.7
timing repair buffer: 12 / 37.9
tap: 46 / 18.2
inverter: 1 / 1.19
==> layout by cell type (no fill, tap or decap), drive strengths merged <==
cell and n:
a31oi 3, and3b 1, and4bb 2, clkdlybuf4s50 12, inv 1, nand2b 1
nand3 2, nor2 3, nor2b 3, nor3b 1, o211ai 1, o21ai 1
o22ai 1
==> power by group through the flow <==
stage	registers (W)	clock network, W	logic (W)
6_report	0	0	0.0000282
5_1_grt	0	0	0.0000308
4_1_cts	0	0	0.0000285
==> through the flow <==
step / hold WS [ns] / setup WS (ns) / total power (W) / std cells
after floorplan: 1.26 / 1.40 / 0.00000918 / 20
after global placement: 2.21 / 0.329 / 0.0000280 / 78
after detailed placement: 2.22 / 0.323 / 0.0000284 / 78
after CTS: 2.22 / 0.318 / 0.0000285 / 78
after global routing: 2.25 / 0.234 / 0.0000308 / 78
final: 2.22 / 0.335 / 0.0000282 / 78
==> worst paths after layout <==
path	end	cells after the start	start	slack [ns]
max	ALUCtl[3]	5	FuncCode[1]	0.33
min	ALUCtl[3]	4	ALUOp[1]	2.22
Power and IR drop assume default switching activity.
